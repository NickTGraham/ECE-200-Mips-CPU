==> design.v <==
module CPU();
    wire clk, RegDst, Branch, MemtoReg, RegWrite, overflow, zero, jump, ALUSrc, Jal, jump2;
    wire [1:0] ALUOp, MemRead, MemWrite;
    wire [4:0] ALUcntrl;
    wire [31:0] InstructionWire;
    wire [15:0] ImmediateData;
    wire [15:0] RegA, RegB, ALUA, ALUResult, ReadData, WriteData, ALUMEM;
    wire [4:0] write_address, tempWA;
    reg [31:0] progCountin, progCountout;
    reg [31:0] PCp4, JAdd, BranchCalc, BranchShift;
    reg [28:0] JShift;
    reg [15:0] ALUB, pcSaver;
    wire [15:0] Hi, Lo, jr;
    reg [5:0] i;
    initial begin
        i = 0;
        progCountin = 0;
        progCountout = 0;
    end
    always @(negedge clk) begin
        if(Jal) begin
            pcSaver = progCountin[15:0] + 4;
        end
        #5 i = i + 1;
        progCountout = progCountin + 4;  
        JAdd [31:28] = progCountout[31:28];
        JShift = (InstructionWire[25:0] << 2);  
        JAdd [28:0] = JShift;
        BranchShift = InstructionWire[15:0] << 2;  
        BranchCalc = BranchShift + progCountout;
        if(jump) begin
            progCountout = JAdd;
        end
        if(zero & Branch) begin
            progCountout = BranchCalc;
        end
        if(jump2) begin
            #5 progCountout = jr;
        end
        $display("PC %d, instruction %b, next PC %d, ALU Result %b, number %d", progCountin[6:0], InstructionWire, progCountout[6:0], ALUResult, i, $time);
        #5 progCountin <= progCountout;
    end
    always @(RegB or InstructionWire or ALUSrc) begin
        if (ALUSrc == 0) begin
            ALUB = RegB;
        end
        else begin
            ALUB = InstructionWire[15:0];
        end
    end
    clock mclk(clk);
    InstructionMem IM(progCountin[6:0], InstructionWire, clk);
    mux25 wr(InstructionWire[20:16], InstructionWire[15:11], RegDst, tempWA);
    mux25 wr2(tempWA, 5'b01111, Jal, write_address);
    regfile RF(InstructionWire[25:21], InstructionWire[20:16], write_address, RegWrite, WriteData, RegA, RegB, clk);
    ALU Math(RegA, ALUB, ALUcntrl, InstructionWire[10:6], ALUResult, Hi, Lo, jr, overflow, zero, jump2);
    DataMem DM(ALUResult, MemWrite, MemRead, ReadData, RegB, clk);
    mux216 RES (ALUResult, ReadData, MemtoReg, ALUMEM);
    mux216 RES2 (ALUMEM, pcSaver, Jal, WriteData);
    Control MC(InstructionWire[31:26], RegDst, Branch, MemRead, MemtoReg, ALUOp, MemWrite, ALUSrc, RegWrite, jump, Jal);
    ALUControl AC(ALUOp, InstructionWire[5:0], InstructionWire[31:26], ALUcntrl);
endmodule
module clock(clk);
    output clk;
    reg clk;
    initial begin
        clk = 1;
    end
    always begin
        #100 clk <= !clk;
    end
endmodule
module mux25(A, B, sel, out);
    input [4:0] A, B;
    input sel;
    output reg [4:0] out;
    always @(A or B or sel) begin
        if(sel == 0)
            out<=A;
        else
            out<=B;
    end
endmodule
module mux216(A, B, sel, out);
    input [15:0] A, B;
    input sel;
    output reg [15:0] out;
    always @(A or B or sel) begin
        if(sel == 0)
            out<=A;
        else
            out<=B;
    end
endmodule
module mux232(A, B, sel, out);
    input [31:0] A, B;
    input sel;
    output reg [31:0] out;
    always @(A or B or sel) begin
        if(sel == 0)
            out<=A;
        else
            out<=B;
    end
endmodule
module PC(in, out, clk);
    input [31:0] in;
    input clk;
    output [31:0] out;
    reg [31:0] out;
    initial begin
        out = 0;
    end
    always @(posedge clk) begin
        out <= in;
    end
endmodule
module signextend1632(in, out);
    input [15:0] in;
    output [31:0] out;
    reg [31:0] out;
    always @(in) begin
        out[31] <= in[15];
        out[30] <= in[15];
        out[29] <= in[15];
        out[28] <= in[15];
        out[27] <= in[15];
        out[26] <= in[15];
        out[25] <= in[15];
        out[24] <= in[15];
        out[23] <= in[15];
        out[22] <= in[15];
        out[21] <= in[15];
        out[20] <= in[15];
        out[19] <= in[15];
        out[18] <= in[15];
        out[17] <= in[15];
        out[16] <= in[15];
        out[15:0] <= in;
    end
endmodule
module pCUpdatePath(PC, JumpAmmount, BranchAmmount, JumpSelect, BranchZero, PCUpdated, clk);
    input [31:0] PC;
    input clk;
    input [15:0] BranchAmmount;
    input [25:0] JumpAmmount;
    input JumpSelect, BranchZero;
    output reg [31:0] PCUpdated;
    reg [31:0] PCp4, JAdd, BranchCalc, BranchShift;
    reg [28:0] JShift;
    wire [31:0] mux1, mux2;
    mux232 br(PCp4, BranchCalc, BranchZero, mux1);
    mux232 jmp(mux1, JAdd, JumpSelect, mux2);
    always @(negedge clk) begin
        PCp4 = PC + 4;
        JAdd [31:28] = PCp4[31:28];
        JShift = (JumpAmmount << 2);
        JAdd [28:0] = JShift;
        BranchShift = BranchAmmount << 2;
        BranchCalc = BranchAmmount + 4;
        #10 PCUpdated = mux2;
    end
endmodule
==> run.sh <==
#!/bin/bash
# OpenROAD 26Q1-2900-gdf79404cd8, Yosys 0.63+post, stock flow scripts
make -C /OpenROAD-flow-scripts/flow DESIGN_CONFIG=/design/flow/config.mk WORK_HOME=/design/flow/orfs finish
==> config.mk <==
export PLATFORM = sky130hd
export DESIGN_NAME = pCUpdatePath
export DESIGN_NICKNAME = pCUpdatePath
export VERILOG_FILES = /design/flow/design.v
export SDC_FILE = /design/flow/constraint.sdc
export NUM_CORES = 4
export LEC_CHECK = 1
export CORE_UTILIZATION = 40
==> constraint.sdc <==
current_design pCUpdatePath

set clk_period 7.2
set clk_io_pct 0.2

create_clock -name clk0 -period $clk_period [get_ports {clk}]

set non_clock_inputs [all_inputs -no_clocks]
set_input_delay [expr $clk_period * $clk_io_pct] -clock clk0 $non_clock_inputs
set_output_delay [expr $clk_period * $clk_io_pct] -clock clk0 [all_outputs]
==> run_results.csv <==
group,metric,value,unit
outcome,outcome,"finished, final reports clean",
floorplanning,core,8260,µm²
cts,ctsHoldBuffers,0,
logic_synthesis,ys_area,3430,µm²
placed_design,place_inst,505,
logic_synthesis,ys_cells,301,
sta,layout_setup_ws,571,ps
logic_synthesis,synth.largest_area_cell,"dfxtp_1",
cts,cts-htree-levels,3,
logic_synthesis,aoi_share,5.00,%
worst_setup_path,max_stage_delay,570,ps
cts,cts-root-buf,"clkbuf_8",
finish,seq_area,2140,µm²
sta,rsz0062_at_grt,"false",
worst_setup_path,cp.arrival,3350,ps
detailed_routing,postRouteAntennaNets,0,
floorplanning,dieArea,8950,µm²
power,irDropWorstVdd,0.000113,V
cts,numCtsBuffers,9,
logic_synthesis,ys_sh_mux,4.96,%
logic_synthesis,synth_warnings,2,
finish,combGateArea,1210,µm²
logic_synthesis,synthAdderAreaFrac,0.729,%
detailed_routing,vias_per_cell,4.37,
cts,clkSinkCount,107,
global_routing,grt_remaining_overflow,0,
detailed_routing,finalWirelength,7.46,mm
detailed_routing,drt_iter0_markers,53,
worst_setup_path,critPathCaptureType,"flop",
placed_design,gp_congestion,0.840,
placed_design,portBuffers,108,
sta,drv_slew,0,
logic_synthesis,synth_area,3430,µm²
finish,n_fill_cell,701,
finish,synthToLayoutAreaGrowth,50.2,%
sta,clock_skew,13.2,ps
logic_synthesis,area_leaders,"dfxtp_1, xnor2_1, mux2i_1",
cts,post_cts_resized,0,
logic_synthesis,simple_gate_area_share,14.3,%
power,finalPower,0.00129,W
logic_synthesis,ys_sh_xor,10.2,%
global_routing,antenna_found_initial,0,
global_routing,grt_usage,18.2,%
sta,finalHoldViolCount,0,
cts,clock.latency.late_pin,400,ps
logic_synthesis,syn_inst,301,
logic_synthesis,syn_area_per_cell,11.4,µm²
sta,setup_viol,0,
flow_run,cap_violations,0,
worst_setup_path,start_kind,"input pin",
placed_design,dp_hpwl,5.07,mm
power,p_leak,2.51,nW
cts,clockBufferDepth,2,
cts,clk_pin_slew,40,ps
floorplanning,die_w,94.6,µm
detailed_routing,antenna_cells,0,
detailed_routing,firstDrtPassIters,6,
sta,slew_headroom,43.7,%
floorplanning,die_h,94.6,µm
worst_setup_path,crit_buf_inv,1,
flow_run,warning_count,132,
logic_synthesis,top_logic_kind,"simple AND/OR/NAND/NOR gates",
logic_synthesis,synth_seq_share,62.4,%
worst_setup_path,crit_path_cell_trace,"clkdlybuf4s50_1 > and4_1 > nand4_2 > nor4_1 > xor2_1",
placed_design,pre_cts_ws,194,ps
cts,post_cts_buffers,0,
floorplanning,io_pins,109,
cts,cts_tree,"done",
power,power-per-cell-area,251,nW/µm²
global_routing,grt_max_degree,45,
detailed_routing,drc,0,
logic_synthesis,netlist-cell-type-count,28,
floorplanning,fp-utilization,41.5,%
worst_setup_path,required,3920,ps
min_path,min_path_type,"reg2reg",
logic_synthesis,ys_ff,107,
global_routing,grt_pass1_vias,2809,
finish,drive_above_1_share,3.85,%
finish,fin_cells,624,
worst_setup_path,worst_path_max_delay_cell,"clkdlybuf4s50_1",
sta,tightest_slew,842,ps
worst_setup_path,cp_max_fo,11,
floorplanning,rows,33,
detailed_routing,routedWlPerCell,12.0,µm
worst_setup_path,setup.worst_path.class,"in2reg",
finish,fin_util,62.4,%
logic_synthesis,top_area_share,62.4,%
detailed_routing,dr_total_vias,2724,
sta,finalSetupTns,0,ps
global_routing,grt_pass1_wl,12.0,mm
worst_setup_path,crit_family,"simple AND/OR/NAND/NOR gates",
==> kinds of logic (layout without fill, tap and decap cells) <==
logic type               Yosys count  in the layout
AND-OR/OR-AND                     26             26
AND/OR/NAND/NOR                   91             91
XOR/XNOR                          40             40
flip-flops                       107            107
adder cells (fa/ha/maj)            2              2
multiplexers                      17             17
buffers and inverters             18            236
==> final timing paths <==
kind | depth (start not counted) | slack [ps] | from | endpoint
max reg2reg | 2 | 6550 | BranchCalc[12] | PCUpdated[12]
max | 5 | 570 | PC[4] | PCp4[29]
min | 2 | 420 | JAdd[10] | PCUpdated[10]
min reg2reg | 2 | 420 | JAdd[10] | PCUpdated[10]
==> sequential cells by signal, summed over array words and instances (netlist names) <==
signal,flops
BranchCalc,17
PCUpdated,32
PCp4,31
JAdd,27
==> cells in the mapped netlist <==
| master | n |
|---|---|
| xnor2_1 | 23 |
| nand3_1 | 16 |
| nand4_2 | 1 |
| and3_1 | 9 |
| mux2i_1 | 17 |
| clkbuf_1 | 7 |
| nor3b_1 | 1 |
| nand4_4 | 1 |
| nor3_1 | 8 |
| and2_1 | 4 |
| a22o_1 | 11 |
| xor2_1 | 17 |
| o21ai_0 | 15 |
| ha_1 | 2 |
| dfxtp_1 | 107 |
| buf_4 | 1 |
| nand4_1 | 6 |
| nor2_1 | 11 |
| and4_1 | 3 |
| nand2_1 | 27 |
| nor4_1 | 1 |
| buf_2 | 2 |
| inv_1 | 6 |
| clkbuf_2 | 1 |
| nand2b_1 | 1 |
| buf_6 | 1 |
| or2_2 | 1 |
| nor4_4 | 1 |
==> report_power, final <==
group,switching (W),total (W),internal (W)
clock network,0.000329,0.000526,0.000197
registers,0.0000101,0.000646,0.000636
logic,0.0000384,0.000119,0.0000810
==> cell type report <==
| type | instances | share of cell area [%] |
|---|---|---|
| flip-flops and latches | 107 | 41.6 |
| repair buffers | 111 | 21.4 |
| clock buffers | 9 | 2.40 |
| well taps | 105 | 2.55 |
| multi-input cells | 176 | 23.4 |
| clock inverters | 111 | 8.28 |
| inverters | 5 | 0.364 |
==> per-stage QoR <==
step	instance area (µm²)	hold slack, ps
after global placement	4610	415
after CTS	5150	418
after detailed placement	4610	415
after floorplan	3430	406
after global routing	5150	436
final	5150	418
==> tightest hold or removal path: stages (launching register included) <==
cell and delay (ps):
dfxtp_1 290, nand2_1 40, o21ai_0 50
==> layer usage <==
layer	track usage (%)	routed length [µm]	share of wire (%)
met1	24.4	3520	47
met5	0	0	0
met2	25.2	3340	45
met3	9.40	519	7.0
met4	7.58	72	0.97
==> cells in the final DEF (no fill, tap or decap), types with 2 or more instances in the layout <==
master           netlist  layout
inv_1                  6     112
clkdlybuf4s50_1        0     108
dfxtp_1              107     107
nand2_1               27      27
xnor2_1               23      23
xor2_1                17      17
mux2i_1               17      17
nand3_1               16      16
o21ai_0               15      15
nor2_1                11      11
a22o_1                11      11
and3_1                 9       9
clkbuf_8               0       9
nor3_1                 8       8
nand4_1                6       6
and2_1                 4       4
and4_1                 3       3
buf_4                  1       3
ha_1                   2       2
clkinvlp_2             0       2
Power figures rest on the tool's default switching activity, not on a simulated workload.
